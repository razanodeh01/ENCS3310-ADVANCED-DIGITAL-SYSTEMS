==> /design/flow/design.v <==
module fulladder (a,b,Cin,S,Cout);
	input a,b,Cin;
	output S,Cout;
	wire z1,z2,z3;
	xor #(12ns) gate1 (z1,a,b);
	and #(8ns) gate2 (z2,z1,Cin);
	and #(8ns) gate3 (z3,a,b);
	xor #(12ns) gate4 (S,z1,Cin);
	or #(8ns) gate5 (Cout,z2,z3);
endmodule 
module adder4 (a,b,CarryIn,Sum,CarryOut);
	input [3:0]a,b;
	input CarryIn;
	output [3:0] Sum;
	output CarryOut; 
	wire [4:0] z;
	genvar k;
	assign z[0] = CarryIn,
	CarryOut=z[4];
	generate 
	for (k=0 ; k<=3 ; k=k+1)
		begin 
			fulladder U1 (.a(a[k]),.b(b[k]),.Cin(z[k]),.S(Sum[k]),.Cout(z[k+1]));
		end	
	endgenerate
endmodule
module bcdadder (x,y,Cin,Sum,Cout);		 
	input [3:0]x,y;
	input Cin;
	output [3:0] Sum;
	output Cout;	
	wire [3:0]S1,S2;
	wire z1,z2,z3;
	wire ignoredCout;
	adder4 U1 (x,y,Cin,S1,Cout);	 
	adder4 U2 (S1,S2,1'b0,Sum,ignoredCout);
	and #(8ns) gate1 (z1,S1[3],S1[2]);
	and #(8ns) gate2 (z2,S1[3],S1[1]);
	or #(8ns) gate3 (z3,Cout,z1,z2);	
	assign S2[0]=0,
    S2[1]=Cout,
	S2[2]=Cout,
	S2[3]=0;		 
endmodule 
module DFF (CLK,reset,D,Q);		 
	input CLK,reset;
	input D;
	output reg Q;
	always @ (posedge CLK or negedge reset )
		if(~reset)
			Q=0;
		else
			Q=D;
endmodule
module system (x,y,Cin,CLK,reset,S,Cout);	
	input Cin, CLK,reset;
	input [7:0]x,y;
    output   Cout;
	output  [7:0]S;
	genvar k;
	wire [7:0]c1,c2;  
	wire [8:0]c3;
	wire z1;				
	generate
	for (k=0 ; k<=7 ; k=k+1)
		begin 
			DFF u1 (.CLK(CLK),.reset(reset),.D(x[k]),.Q(c1[k]));
		end	 
	for (k=0 ; k<=7 ; k=k+1)
		begin 
			DFF u2 (.CLK(CLK),.reset(reset),.D(y[k]),.Q(c2[k]));
		end
		bcdadder u3 (c1[3:0],c2[3:0],1'b0,c3[3:0],z1);
		bcdadder u4 (c1[7:4],c2[7:4],z1,c3[7:4],c3[8]); 
		assign Cout=c3[8];		 
		for (k=0 ; k<=7 ; k=k+1)
		begin 
			DFF u5 (.CLK(CLK),.reset(reset),.D(c3[k]),.Q(S[k]));
		end
		endgenerate
endmodule 
module BCD (x,y,Cin,S,Cout); 
	input Cin;
	input [3:0]x,y;		
	output reg Cout;
	output reg [3:0]S;	 
	reg [4:0]z;
	always @ (*)
		begin
		z=x+y+Cin;
		if(z>9)
			{Cout,S}=z+6;
		else
			{Cout,S}=z;
		end
endmodule
module testGenerater (x,y,Cin,S,Cout); 	 
	input [7:0]x,y;
	input Cin;
	output [7:0]S;
	output  Cout;
	wire z1;		 
	BCD U1 (.x(x[3:0]),.y(y[3:0]),.Cin(Cin),.S(S[3:0]),.Cout(z1));
	BCD U2 (.x(x[7:4]),.y(y[7:4]),.Cin(z1),.S(S[7:4]),.Cout(Cout));
endmodule 
module Analyzer (s1,s2,c1,c2);
	input [7:0]s1,s2;
	input c1,c2;
	always @ (*)
		begin 
			if ({s1,c1}!={s2,c2})
			$display("Error! Both results are not equal, there's an problem with the addition");
			end
endmodule 
module TEST ();
	reg CLK,reset,Cin;
	reg [7:0] X,Y;
	wire [7:0] S1,S2;
	wire Cout1,Cout2;
	testGenerater U1 (.x(X),.y(Y),.Cin(Cin),.S(S1),.Cout(Cout1));
	system U2 (.x(X),.y(Y),.Cin(Cin),.CLK(CLK),.reset(reset),.S(S2),.Cout(Cout2));	  
	Analyzer U3 (S1,S2,Cout1,Cout2); 
	initial begin
		{Cin,X,Y}=9'h000;
		repeat (16)		  
		#(10ns) {Cin,X,Y}=({Cin,X,Y})+9'h001;
	end
endmodule
==> /design/flow/run.sh <==
#!/bin/bash
# OpenROAD 26Q1-2900-gdf79404cd8, Yosys 0.63+post, stock flow scripts
make -C /OpenROAD-flow-scripts/flow DESIGN_CONFIG=/design/flow/config.mk WORK_HOME=/design/flow/orfs finish
==> /design/flow/config.mk <==
export PLATFORM = sky130hd
export DESIGN_NAME = system
export DESIGN_NICKNAME = system
export VERILOG_FILES = /design/flow/design.v
export SDC_FILE = /design/flow/constraint.sdc
export NUM_CORES = 4
export LEC_CHECK = 1
export CORE_AREA = 10 10 83 83
export DIE_AREA = 0 0 93 93
==> /design/flow/constraint.sdc <==
current_design system

set clk_period 7.9
set clk_io_pct 0.2

create_clock -name clk0 -period $clk_period [get_ports {CLK}]

set non_clock_inputs [all_inputs -no_clocks]
set_input_delay [expr $clk_period * $clk_io_pct] -clock clk0 $non_clock_inputs
set_output_delay [expr $clk_period * $clk_io_pct] -clock clk0 [all_outputs]
==> run_results.csv <==
group,metric,value,unit
outcome,outcome,"completed",
global_routing,grt_max_degree,25,
power_and_ir_drop,p_switching,0.0576,mW
power_and_ir_drop,powerDensity,212,nW/um^2
floorplan,die_width,93,um
global_routing,grt_remaining_overflow,0,
finish,fin_cells,161,
placed_design,portBuffers,26,
setup_path,path_cells,"ha_1, inv_1, fa_1, fa_1, fa_1, inv_1, fa_1, inv_1, fa_1, fa_1, fa_1, inv_1, clkdlybuf4s50_1",
timing,setup_violations,0,
synthesis,synth_area,978,um^2
power_and_ir_drop,p_leak,0.618,nW
run,warning_count,26,
route,vias,449,
timing,fin_skew,0.00229,ns
synthesis,synth_chip_area,978,um^2
power_and_ir_drop,ir_worst_vdd,0.123,mV
clocking,cts_root_buf,"clkbuf_8",
power_and_ir_drop,p_total,0.282,mW
global_routing,first_global_vias,533,
floorplan,die-area,8650,um^2
setup_path,path_max_fanout,2,
floorplan,fp-row-count,26,
power_and_ir_drop,p_seq_share,50.9,%
timing,rsz0062_at_grt,"no",
setup_path,worst_path_largest_cell_delay,0.48,ns
placed_design,place.detailed.hpwl,1230,um
floorplan,coreArea,5140,um^2
global_routing,grt_pass1_wl,2430,um
power_and_ir_drop,p_int,0.224,mW
setup_path,critical-path-top-delay-family,"adder cells",
finish,drive_gt1_share,5.49,%
power_and_ir_drop,switching_share,20.4,%
floorplan,io_pins,28,
synthesis,ys_seq_share,61.4,%
synthesis,top_area_share,61.4,%
setup_path,path_common_cell,"fa_1",
timing,max-slew-margin-rel,80.8,%
floorplan,initial_utilization,19.0,%
synthesis,synth_warnings,1,
route,drtAntennaViolNets,0,
timing,report.final.slew_viol_count,0,
synthesis,area_leaders,"dfrtp_1 61%, fa_1 18%, inv_1 8.4%",
finish,layout_top_cell,"clkdlybuf4s50_1",
setup_path,critPathKind,"register to output port",
synthesis,synth_cell_types,6,
clocking,cts_resized,0,
clocking,cts_buffers,3,
global_routing,grt_use_total,3.51,%
route,drt-total-wl,1430,um
synthesis,avgSynthCellArea,14.4,um^2
timing,fin_hold_ws,0.469,ns
clocking,clock_sinks,24,
route,drc_errors,0,
timing,finalClockPeriodUsage,74.7,%
finish,syn2layout_area_growth,35.8,%
synthesis,synth_flops,24,
floorplan,fp.dieH,93,um
hold_path,hp-class,"register to register",
setup_path,cp_num_buf_inv,5,
setup_path,cp_slowest_cell,"clkdlybuf4s50_1",
placed_design,gp_congestion,0.744,
route,first_pass_iters,2,
setup_path,worst_setup_path_end_kind,"output port",
synthesis,synth_top_cell_by_area,"dfrtp_1",
clocking,hold_buffers,0,
setup_path,cp-start-kind,"register",
clocking,insertion_delay,0.25,ns
clocking,cts_buffer_depth,2,
setup_path,cp.arrival,4.32,ns
clocking,cts_max_level,1,
synthesis,ys_cells,68,
run,cap_viol_max_count,0,
route,vias_per_cell,2.79,
placed_design,placed_cells,157,
timing,worstMarginPinSlew,0.288,ns
setup_path,required,6.32,ns
timing,fin_setup_tns,0,ns
finish,lay_top_cells,"26 x clkdlybuf4s50_1, 24 x dfrtp_1, 22 x inv_1, 9 x fa_1, 4 x clkbuf_8",
power_and_ir_drop,clockPowerShare,27.8,%
clocking,cts_setup_buffers,0,
power_and_ir_drop,pwr-share-comb,21.2,%
route,drt_iter0_markers,4,
clocking,path_clk_slew,0.07,ns
timing,hold_viol,0,
synthesis,syn_inst,68,
timing,period_needed,5.90,ns
clocking,cts_tree,"yes",
route,wire_per_inst,8.85,um
timing,fmax,169,MHz
route,diodes,0,
global_routing,antenna_found_initial,0,
synthesized netlist by cell type:
library cell,number
buf_4,8
dfrtp_1,24
fa_1,9
ha_1,3
inv_1,22
xor2_1,2
logic make-up after synthesis:
logic type | Yosys count | synth area share, %
XOR/XNOR | 2 | 1.79
adder cells (fa/ha/maj) | 12 | 22.3
buffers and inverters | 30 | 14.6
flip-flops | 24 | 61.4
flip-flops by register name (all words and copies together), names as in the netlist:
| signal | cells |
|---|---|
| genblk1.u1.Q | 8 |
| genblk3.u5.Q | 8 |
| genblk2.u2.Q | 8 |
power by group through the flow:
stage	combinational (mW)	clock, mW	sequential [mW]
final	0.0597	0.0784	0.143
after global routing	0.0698	0.0855	0.146
after CTS	0.0628	0.0812	0.144
worst register-to-register path, delay by kind of cell (launching register included):
family / cells / cell delay, ns
buffers and inverters: 5 / 0.38
DFF: 1 / 0.34
xor gates and xnor gates: 1 / 0.17
adders and majority gates: 10 / 3.43
worst paths after layout:
kind | from | to | slack (ns) | depth (start not counted)
hold / removal | genblk2[0].u2.Q$_DFF_PN0_ | genblk3[0].u5.Q$_DFF_PN0_ | 0.47 | 1
max in group asynchronous | reset | genblk2[7].u2.Q$_DFF_PN0_ | 5.99 | 2
setup / recovery | genblk1[0].u1.Q$_DFF_PN0_ | Cout | 2.00 | 13
setup reg to reg | genblk1[0].u1.Q$_DFF_PN0_ | genblk3[7].u5.Q$_DFF_PN0_ | 3.49 | 16
hold reg to reg | genblk2[0].u2.Q$_DFF_PN0_ | genblk3[0].u5.Q$_DFF_PN0_ | 0.47 | 1
min in group asynchronous | reset | genblk3[4].u5.Q$_DFF_PN0_ | 1.68 | 2
stage by stage:
step,area [um^2],utilization (%),setup WS (ns)
after floorplan,978,-,2.95
after global placement,1270,24.8,2.27
after detailed placement,1270,24.8,2.22
after CTS,1330,25.9,1.93
after global routing,1330,25.9,1.79
final,1330,25.9,2.00
routing by layer:
layer,part of all wire (%),vias to the layer above,GRT usage [%]
met5,0,-,0
li1,-,223,-
met1,56,198,5.62
met3,12,2,2.18
met2,31,26,3.91
met4,0.56,0,0.257
cell type report:
type	instances	area, um^2
Fill cell	551	3810
Sequential cell	24	601
Timing Repair Buffer	27	268
Multi-Input combinational cell	14	235
Tap cell	70	87.6
Inverter	22	82.6
Clock buffer	4	55.1
No activity file was given, so power comes from the tool's default toggle rates.
