[design/flow/config.mk]
export PLATFORM = sky130hd
export DESIGN_NAME = System
export DESIGN_NICKNAME = System
export VERILOG_FILES = /design/flow/design.v
export SDC_FILE = /design/flow/constraint.sdc
export NUM_CORES = 4
export LEC_CHECK = 1
export CORE_AREA = 10 10 83 83
export DIE_AREA = 0 0 93 93
[design/flow/constraint.sdc]
current_design System

set clk_period 7.6
set clk_io_pct 0.2

create_clock -name clk0 -period $clk_period [get_ports {CLK}]

set non_clock_inputs [all_inputs -no_clocks]
set_input_delay [expr $clk_period * $clk_io_pct] -clock clk0 $non_clock_inputs
set_output_delay [expr $clk_period * $clk_io_pct] -clock clk0 [all_outputs]
[design/flow/design.v]
module OneBitFullAdder (input x,y,Cin, output Sum,Cout);
	wire w1,w2,w3;	  
	xor #(12ns) gate1 (w1,x,y);	
	xor #(12ns) gate2 (Sum,w1,Cin);
	and #(8ns) gate3 (w2,w1,Cin);
	and #(8ns) gate4 (w3,x,y);
	or #(8ns) gate5 (Cout,w3,w2);
endmodule	 
module FourBitsFullAdder (A,B,Cin,Sum,Cout);   
	input [3:0]A,B;
	input Cin;
	output [3:0]Sum;
	output Cout;
	wire [4:0] w;
	genvar i;
	assign w[0]=Cin;
	assign Cout=w[4];
	generate 	 
	for(i=0 ; i<4 ; i=i+1 )
		begin : start  
			OneBitFullAdder U1 (A[i],B[i],w[i],Sum[i],w[i+1]);
		end
	endgenerate	   
endmodule
module OneBitDigitBCDAdder (i,j,k,Sum,Cout);	
	input [0:3]i,j;
	input k;
	output [0:3] Sum;
	output Cout;	
	wire [3:0] S,D;
	wire C;	 
	wire w1,w2,W3; 
	wire ignoredCout;
	FourBitsFullAdder U1 (i,j,k,S,Cout);	
	and #(8ns) G1 (w1,S[3],S[2]);
	and #(8ns) G2 (w2,S[3],S[1]);
	or #(8ns) G3 (Cout,w1,w2);	
	assign D[0]=0,
    D[1]=Cout,
	D[2]=Cout,
	D[3]=0;		 
	FourBitsFullAdder U2 (S,D,1'b0,Sum,ignoredCout);
endmodule
module register (CLK,reset,D,Q);		 
	input CLK,reset;
	input [7:0]D;
	output reg [7:0]Q;
	always @ (posedge CLK or negedge reset )
		if(~reset)
			Q=0;
		else
			Q=D;
endmodule
module System (A,B,CarryIn,CLK,reset,CarryOut,S);	
	input [7:0]A,B;
	input CarryIn, CLK,reset;
	output  [7:0]S;
	output   CarryOut;
	genvar i;
	wire [7:0]w1;
	wire [7:0]w2;  
	wire [8:0]w3;
	wire z1;	
	register U1 (CLK,reset,A,w1); 	
	register U2 (CLK,reset,B,w2);	
		OneBitDigitBCDAdder U3 (w1[3:0],w2[3:0],1'b0,w3[3:0],z1);
		OneBitDigitBCDAdder U4 (w1[7:4],w2[7:4],z1,w3[7:4],w3[8]);  
		assign CarryOut=w3[8];
	register U5 (CLK,reset,w3[7:0],S);
endmodule	
module bcd_adder(A,B,CarryIn,Sum,CarryOut);
    input [3:0] A,B;
    input CarryIn;
    output reg[3:0] Sum;
    output reg CarryOut;
    reg [4:0] Temp;  
    always @(A or B or CarryIn)
    begin
        Temp = A+B+CarryIn;  
        if(Temp > 9) 
			begin
            	Temp = Temp+6;  
            	CarryOut = 1;   
            	Sum = Temp[3:0];   
			end
        else  
			begin	  
            	CarryOut = 0; 
            	Sum = Temp[3:0]; 
       	    end	 
		end
endmodule 
module TestGenerater (A,B,CarryIn,S,CarryOut); 	 
	input [7:0]A,B;
	input CarryIn;
	output [7:0]S;
	output  CarryOut;
	wire z1;		 
	bcd_adder part1 (A[3:0],B[3:0],CarryIn,S[3:0],z1);
	bcd_adder part2 (A[7:4],B[7:4],z1,S[7:4],CarryOut);
endmodule
module TestTheSystem();
	reg CLK,reset,CarryIn;
	reg [7:0] A,B;
	wire [7:0] Sum1,Sum2;
	wire CarryOut1,CarryOut2;
	TestGenerater U1 (A,B,CarryIn,Sum1,CarryOut1);
	System U2 (A,B,CarryIn,CLK,reset,CarryOut2,Sum2);	  
	initial	
		 begin
			{CarryIn,A,B}=9'h000;
			comparater(Sum1,Sum2,CarryOut1,CarryOut2);
			repeat (65535)	
			#10ns {CarryIn,A,B}={CarryIn,A,B}+9'h001; 
		end
	task comparater;
	input [7:0] s1,s2;
	input C1,C2;   
	if ({s1,C1}!={s2,C2}) 
		$display("The result is uncorrect!"); 	
	endtask
endmodule
module FourBitsCLAAdder(A,B,Cin,Sum,Cout);	
	input[3:0] A,B;
	input Cin;	   
	output [3:0] Sum;
	output Cout;
	wire p0,p1,p2,p3,g0,g1,g2,g3,c1,c2,c3,c4;  
	wire [9:0]w;
	xor #(12ns) G1 (p0,A[0],B[0]);	 
	xor #(12ns) G2 (p1,A[1],B[1]);
	xor #(12ns) G3 (p2,A[2],B[2]);
	xor #(12ns) G4 (p3,A[3],B[3]);	
	and #(8ns) G5 (g0,A[0],B[0]);
	and #(8ns) G6 (g1,A[1],B[1]);
	and #(8ns) G7 (g2,A[2],B[2]);
	and #(8ns) G8 (g3,A[3],B[3]);
	assign c0=Cin;
	and #(8ns) part1 (w[0],p0,Cin);
	or #(8ns) part2 (c1,g0,w[0]);
	and #(8ns) part3 (w[1],p1,p0,Cin);
	and #(8ns) part4 (w[2],p1,g0);
	or #(8ns) part5 (c2,g1,w[1],w[2]);
	and #(8ns) part6 (w[3],p1,p1,p0,Cin); 
	and #(8ns) part7 (w[4],p2,p1,g0);
	and #(8ns) part8 (w[5],p2,g1);
	or #(8ns) part9 (c3,w[3],w[4],w[5]);  
	and #(8ns) part10 (w[6],p3,p2,p1,p0,Cin);
	and #(8ns) part11 (w[7],p3,p2,p1,g0);  
	and #(8ns) part12 (w[8],p3,p2,p1); 
	and #(8ns) part13 (w[9],p3,g2);
	or #(8ns) part14 (c4,w[6],w[7],w[8],w[9]);
	xor #(12ns) G9 (Sum[0],p0,c0);	
	xor #(12ns) G10 (Sum[1],p1,c1);
	xor #(12ns) G11 (Sum[2],p2,c2);
	xor #(12ns) G12 (Sum[3],p3,c3);
	assign Cout=c4;
endmodule
module BCDAdderUsingCLAAdder (i,j,k,Sum,Cout);
	input [0:3]i,j;
	input k;
	output [0:3] Sum;
	output Cout;	
	wire [3:0] S,D;
	wire C;	 
	wire w1,w2,W3; 
	wire ignoredCout;
	 FourBitsCLAAdder U1 (i,j,k,S,Cout);	
	and #(8ns) G1 (w1,S[3],S[2]);
	and #(8ns) G2 (w2,S[3],S[1]);
	or #(8ns) G3 (Cout,w1,w2);	
	assign D[0]=0,
    D[1]=Cout,
	D[2]=Cout,
	D[3]=0;		 
	FourBitsCLAAdder U2 (S,D,1'b0,Sum,ignoredCout);
endmodule
module SystemCLAAdder (A,B,CarryIn,CLK,reset,CarryOut,S);	
	input [7:0]A,B;
	input CarryIn, CLK,reset;
	output  [7:0]S;
	output   CarryOut;
	genvar i;
	wire [7:0]w1;
	wire [7:0]w2;  
	wire [8:0]w3;
	wire z1;	
	register U1 (CLK,reset,A,w1); 	
	register U2 (CLK,reset,B,w2);		
	  BCDAdderUsingCLAAdder U3 (w1[3:0],w2[3:0],1'b0,w3[3:0],z1);
	  BCDAdderUsingCLAAdder U4 (w1[7:4],w2[7:4],z1,w3[7:4],w3[8]);  
	  assign CarryOut = w3[8];
	register U5 (CLK,reset,w3[7:0],S);
endmodule	
module TestGenerater2 (A,B,CarryIn,S,CarryOut); 	 
	input [7:0]A,B;
	input CarryIn;
	output [7:0]S;
	output  CarryOut;
	wire z1;		 
	bcd_adder part1 (A[3:0],B[3:0],CarryIn,S[3:0],z1);
	bcd_adder part2 (A[7:4],B[7:4],z1,S[7:4],CarryOut);
endmodule
module TestTheSystem2();
	reg CLK,reset,CarryIn;
	reg [7:0] A,B;
	wire [7:0] Sum1,Sum2;
	wire CarryOut1,CarryOut2;
	TestGenerater2 U1 (A,B,CarryIn,Sum1,CarryOut1);	 
	TestGenerater2 U2 (A,B,CarryIn,Sum2,CarryOut2);	
	initial	
		 begin
			{CarryIn,A,B}=9'h000;
			comparater2 (Sum1,Sum2,CarryOut1,CarryOut2);
			repeat (65535)	
			#10ns {CarryIn,A,B}={CarryIn,A,B}+9'h001; 
		end
	task comparater2;
	input [7:0] s1,s2;
	input C1,C2;   
	if ({s1,C1}!={s2,C2}) 
		$display("The result is uncorrect!"); 	
	endtask
endmodule
[design/flow/run.sh]
#!/bin/bash
# OpenROAD 26Q1-2900-gdf79404cd8, Yosys 0.63+post, stock flow scripts
make -C /OpenROAD-flow-scripts/flow DESIGN_CONFIG=/design/flow/config.mk WORK_HOME=/design/flow/orfs finish
==> results.py <==
# Metrics from the implementation run
metrics = {
    "timing": {
        "whs_ns": 0.4766,
        "fmax_mhz": 165.9,
        "drv_slew": 0,
        "fin_crit_ns": 6.029,
        "rsz0062_at_grt": "false",
        "finalSetupViolCount": 0,
        "skew_ns": 0.005086,
        "fin_tns_setup_ns": 0,
        "hold_viol_final": 0,
        "fin_crit_sh_pct": 79.33,
        "slew_headroom_pct": 80.45,
        "tightestPinTransition_ns": 0.2932,
    },
    "clock_network": {
        "h-tree-depth": 1,
        "post_cts_buffers": 0,
        "cts_tree": "built",
        "clk_latency_ns": 0.26,
        "hold_buffers": 0,
        "cts_max_path_buffers": 2,
        "cts_buffers": 3,
        "root_buffer": "clkbuf_8",
        "cts_resized": 0,
        "clock_sinks": 24,
        "clkTransAtPathRegs_ns": 0.07,
    },
    "min_path": {
        "hold_end": "U5.Q[0]",
        "worstHoldStart": "U1.Q[0]",
        "hp-class": "flip-flop to flip-flop",
        "holdPathStages": 1,
    },
    "synthesis": {
        "synth.distinct_cells": 6,
        "ys_seq_share_pct": 65.66,
        "fa_ha_area_share_pct": 23.80,
        "synthMuxAreaShare_pct": 0,
        "yosysCellCount": 59,
        "logic_family": "adder cells",
        "numSynthFlops": 24,
        "synthXorXnorAreaFrac_pct": 1.915,
        "syn_area_per_cell_um2": 15.50,
        "synth.top_cell.area_share_pct": 65.66,
        "ys_sh_aoi_pct": 0,
        "synth-simple-area-share_pct": 0,
        "synth_area_um2": 914.6,
        "top_cells_by_area": "dfrtp_1 (66%), fa_1 (20%), inv_1 (8.6%), ha_1 (4.1%), xnor2_1 (0.96%)",
        "ys.warnings.count": 3,
        "syn_inst": 59,
        "synthFlopType": "dfrtp_1",
        "synth_top_cell_by_area": "dfrtp_1",
        "async_reset_ff_share_pct": 100.0,
        "common_cells": "dfrtp_1 (24), inv_1 (21), fa_1 (9), ha_1 (3)",
        "top_cell": "dfrtp_1",
        "synth_chip_area_um2": 914.6,
        "edf_count": 0,
    },
    "global_route": {
        "antenna_found_initial": 0,
        "grt_pass1_wl_mm": 2.635,
        "grt_max_degree": 25,
        "gr-total-overflow": 0,
        "grt_pass1_vias": 533,
        "grtUsageTotal_pct": 3.898,
    },
    "drt": {
        "drt-pass1-iter-count": 2,
        "ant_nets": 0,
        "wirelength_mm": 1.519,
        "drt_iter0_drc": 7,
        "vias": 455,
        "diodes": 0,
        "drc": 0,
        "viasPerCell": 2.844,
        "routedWlPerCell_um": 9.494,
    },
    "die": {
        "die_h_um": 93,
        "die_x_um": 93,
        "num_rows": 26,
        "chipArea_um2": 8649,
        "core_um2": 5140,
        "ios": 28,
        "initial_utilization_pct": 17.79,
    },
    "setup_path": {
        "cp.arrival_ns": 4.51,
        "cp-end-kind": "output pin",
        "crit_type": "flip-flop to output pin",
        "r2r_cells": 14,
        "reg2reg_to": "U5.Q[6]",
        "r2r-start": "U2.Q[0]",
        "path_max_fanout": 3,
        "cp.required_ns": 6.08,
        "worstSetupStartpointType": "flip-flop",
        "rrSetupSlack_ns": 3.13,
    },
    "layout": {
        "final_cell_count_no_fill": 160,
        "drive_gt1_share_pct": 5.556,
        "final_design_area_no_fill_um2": 1325,
        "area_growth_pct": 44.87,
        "fillerInstances": 540,
    },
    "run": {
        "warnings": 26,
        "drv_cap": 0,
    },
    "placement": {
        "hpwlAfterDp_mm": 1.327,
        "dp_cells": 156,
        "port_buffers": 26,
        "dpl_cell_area_um2": 1270,
        "globalplace.congestion": 0.7082,
    },
    "power_and_ir_drop": {
        "powerDensity_nw_per_um2": 222.4,
        "leakagePower_nw": 0.6213,
        "peakVddDrop_mv": 0.1037,
        "power_w": 0.0002947,
    },
    "outcome": {
        "outcome": "completed",
    },
}
sequential cells by signal (all words and copies together) (netlist names):
register  cells
U5.Q          8
U2.Q          8
U1.Q          8
report_power, final:
part           internal [W]  leakage, nW   total, W  switching (W)
logic             0.0000422        0.313  0.0000633      0.0000211
clock network     0.0000461       0.0288  0.0000819      0.0000358
registers          0.000145        0.280   0.000149     0.00000446
kinds of logic (layout without fill, tap and decap cells):
| group | count (synthesis) | after routing |
|---|---|---|
| fa+ha+maj | 12 | 12 |
| xor+xnor | 2 | 2 |
| flops | 24 | 24 |
| buf+inv | 21 | 52 |
critical path, stage by stage, from the launching register on:
cell             delay [ns]
dfrtp_1                0.33
ha_1                   0.15
inv_1                  0.05
fa_1                   0.44
fa_1                   0.43
inv_1                  0.09
fa_1                   0.25
inv_1                  0.08
fa_1                   0.46
fa_1                   0.46
fa_1                   0.46
fa_1                   0.43
inv_1                  0.13
clkdlybuf4s50_1        0.49
how the worst max path moves through the flow:
stage	from	depth (start not counted)	to
6_report	U2.Q[0]	13	CarryOut
5_1_grt	U2.Q[0]	13	CarryOut
4_1_cts	U2.Q[0]	13	CarryOut
final cells by class:
type	instances	area, µm²	area share, %
Sequential cell	24	600.6	45.33
Timing Repair Buffer	27	267.8	20.21
Multi-Input combinational cell	14	235.2	17.75
Tap cell	70	87.58	6.610
Inverter	21	78.83	5.949
Clock buffer	4	55.05	4.155
placed cells by master (no fill, tap or decap):
master,n
fa_1,9
inv_1,21
xor2_1,1
buf_4,1
clkdlybuf4s50_1,26
ha_1,3
dfrtp_1,24
clkbuf_8,4
xnor2_1,1
metrics by stage:
| stage | util [%] | worst slack (ns) |
|---|---|---|
| 6_report | 25.78 | 1.571 |
| 5_1_grt | 25.78 | 1.345 |
| 4_1_cts | 25.78 | 1.503 |
| 3_5_place_dp | 24.71 | 1.792 |
| 3_3_place_gp | 24.71 | 1.823 |
| 2_1_floorplan | - | 2.500 |
routing by layer:
metal / GRT usage (%) / vias up / routed length [µm]
met4: 0.1285 / 0 / 6
li1: - / 220 / -
met2: 4.731 / 25 / 490
met3: 2.666 / 2 / 207
met5: 0 / - / 0
met1: 5.812 / 208 / 815
No activity file was given, so power comes from the tool's default toggle rates.
